[./config.mk]
export PLATFORM = sky130hd
export DESIGN_NAME = issue
export DESIGN_NICKNAME = issue
export VERILOG_FILES = /design/flow/design.v
export SDC_FILE = /design/flow/constraint.sdc
export NUM_CORES = 4
export LEC_CHECK = 1
export CORE_UTILIZATION = 30
export SYNTH_HDL_FRONTEND = slang
[./constraint.sdc]
current_design issue

set clk_period 29.0
set clk_io_pct 0.2

create_clock -name clk0 -period $clk_period [get_ports {clk}]

set non_clock_inputs [all_inputs -no_clocks]
set_input_delay [expr $clk_period * $clk_io_pct] -clock clk0 $non_clock_inputs
set_output_delay [expr $clk_period * $clk_io_pct] -clock clk0 [all_outputs]
[./design.v]
`timescale 1 ns/1 ns
module issue(
    input  wire        rst,
    input  wire        clk,
    output wire        stall_n,
    input  wire        i_vl,
    input  wire [ 7:0] i_x  [1:8],
    input  wire [ 7:0] i_px [1:8],
    input  wire        i_s  [1:8],
    input  wire [ 4:0] i_qh [1:8],
    input  wire [ 3:0] i_ql [1:8],
    input  wire [ 2:0] i_qcnt [1:8],
    input  wire [ 2:0] i_qcnt_max,
    input  wire [13:0] i_rl [1:8],
    output reg         o_et,
    output reg  [ 7:0] o_x  [1:8],
    output reg  [ 7:0] o_px [1:8],
    output reg         o_s  [1:8],
    output reg  [ 4:0] o_qh [1:8],
    output reg  [ 3:0] o_ql [1:8],
    output reg  [13:0] o_rl
);
reg  [ 2:0] a_cnt;
reg         a_vl;
reg  [ 7:0] a_x  [1:8];
reg  [ 7:0] a_px [1:8];
reg         a_s  [1:8];
reg  [ 4:0] a_qh [1:8];
reg  [ 3:0] a_ql [1:8];
reg  [ 2:0] a_qcnt [1:8];
reg  [13:0] a_rl [1:8];
reg  [13:0] b_rl [1:8];
assign o_rl = b_rl[1] | b_rl[2] | b_rl[3] | b_rl[4] | b_rl[5] | b_rl[6] | b_rl[7] | b_rl[8];
assign stall_n = a_cnt==3'd0;
always @ (posedge clk)
    if(rst) begin
        a_cnt<= '0;
        a_vl <= '0;
    end else if(stall_n) begin
        a_vl <= i_vl;
        if(i_vl) begin
            a_cnt<= i_qcnt_max;
            a_x  <= i_x;
            a_px <= i_px;
            a_s  <= i_s;
            a_qh <= i_qh;
            a_ql <= i_ql;
            a_qcnt <= i_qcnt;
            a_rl <= i_rl;
        end
    end else begin
        a_cnt <= a_cnt - 3'd1;
    end
always @ (posedge clk) begin
    o_et <= rst ? 1'b0 : (a_vl & stall_n);
    o_x  <= a_x;
    o_px <= a_px;
    o_s  <= a_s;
    o_qh <= a_qh;
    for(int i=1; i<=8; i++) begin
        o_ql[i] <= (~rst && a_vl && a_qcnt[i]==a_cnt && a_ql[i]!=4'hf) ? a_ql[i] :  4'hf;
        b_rl[i] <= (        a_vl && a_qcnt[i]==a_cnt && a_ql[i]==4'hd) ? a_rl[i] : 14'h0;
    end
end
endmodule
[./run.sh]
#!/bin/bash
# OpenROAD 26Q1-2900-gdf79404cd8, Yosys 0.63+post, stock flow scripts
make -C /OpenROAD-flow-scripts/flow DESIGN_CONFIG=/design/flow/config.mk WORK_HOME=/design/flow/orfs finish
==> impl_results.rst <==
Run summary
-----------

.. list-table::
   :header-rows: 1

   * - Metric
     - Value
   * - Worst Path Class, Setup
     - in2reg
   * - Number of antenna violations at the first check in global routing
     - 21
   * - OpenROAD warning count
     - 29
   * - Netlist Area Pre-Place
     - 18900 sq um
   * - Final weighted congestion in routability-driven placement
     - 0.869
   * - Met1 usage
     - 0.194
   * - Worst Hold Path Cells
     - 0
   * - Worst min-delay path class
     - reg2reg
   * - Iteration-0 DRC count of the detailed router
     - 479
   * - Vias in the first global route
     - 10900
   * - Max-cap viol count
     - 0
   * - Total iterations of the first detailed-routing run
     - 4
   * - DRT antenna net count
     - 0
   * - FMAX
     - 119 MHz
   * - Sum of net half-perimeters after detailed placement
     - 35.5 mm
   * - Clock Tree Root
     - sky130_fd_sc_hd__clkbuf_16
   * - H-tree depth reported by CTS
     - 3
   * - Required time of the critical path
     - 29.22 ns
   * - Worst flop-to-flop path endpoint
     - a_x[51]
   * - Standard cell core area
     - 61900 sq um
   * - Tally of buffers added on design ports
     - 573
   * - Worst-path maximum fanout
     - 62
   * - Starting density of the core
     - 0.305
   * - Cell resize tally after clock tree synthesis
     - 0
   * - Power per unit of standard cell area
     - 79.9 nW/um^2
   * - Average size of a mapped cell
     - 18.9 sq um
   * - Summed negative setup slack over all endpoints
     - 0 ns
   * - DRC
     - 0
   * - Layer carrying the most global-route usage
     - met2
   * - Time the worst path needs with I/O delays and setup
     - 8.37 ns
   * - Worst reg2reg startpoint
     - a_cnt[0]
   * - Max IR drop VDD
     - 55.7 uV
   * - Die width
     - 253 um
   * - Number of top-level pins
     - 574
   * - Pin slew with the least headroom to its limit
     - 0.793 ns
   * - Global-route usage over all layers
     - 0.160
   * - Leakage power summed over all cells
     - 0.0103 uW
   * - Period utilization
     - 0.289
   * - Number of instances in the synthesized netlist
     - 1002
   * - Hold Violations, Final
     - 0
   * - Largest clock skew in the final design
     - 0.0191 ns
   * - Depth of the worst register-to-register path
     - 6
   * - Via/cell ratio
     - 4.08
   * - Terminating pin of the worst hold path
     - o_x[36]
   * - Sequential-to-total area share from yosys stat
     - 0.891
   * - Arrival time reported for the critical path endpoint
     - 8.59 ns
   * - Total Die Area
     - 64000 sq um
   * - Number of setup buffers added after CTS
     - 0
   * - Cell Type Count
     - 31
   * - Hold Buf Count CTS
     - 0
   * - Fraction of layout cells with a size suffix above 1
     - 0.0835
   * - Yosys stat area
     - 18900 sq um
   * - Maximum number of pins on one net before global-route repair
     - 129
   * - DR WL/cell
     - 19.3 um
   * - Slew Limit Fails
     - 0
   * - Met3 track utilization from global routing
     - 0.0981
   * - Number of failing setup endpoints in the final timing report
     - 0
   * - Die boundary height
     - 253 um
   * - Met2 layer usage reported by global route
     - 0.245
   * - Sum of routed wire length over all layers
     - 48.9 mm
   * - Flip-flop and latch count after synthesis
     - 669
   * - Late-Pin Clk Latency
     - 0.60 ns
   * - Remaining Overflow, GRT
     - 0
   * - Buffers from clock root to sink, at most
     - 3
   * - Commonest non-fill, non-tap cells in the layout
     - sky130_fd_sc_hd__clkdlybuf4s50_1 (573), sky130_fd_sc_hd__edfxtp_1 (344), sky130_fd_sc_hd__dfxtp_1 (325)
   * - Type of element capturing the critical path
     - register
   * - RSZ-0062 raised after global routing
     - false
   * - Kind of start point of the critical path
     - input pin
   * - TritonCTS Buffers
     - 70
   * - Max_slew headroom
     - 0.467
   * - Number of sinks on the clock net
     - 669
   * - Most common cell after layout, fill and taps aside
     - sky130_fd_sc_hd__clkdlybuf4s50_1
   * - Row count
     - 91
   * - Launch instance of the worst min-delay path
     - a_x[36]
   * - R2R setup slack
     - 25.26 ns
   * - CTS tree
     - yes
   * - Synthesis Warnings
     - 0
   * - Relative area change from synthesis to final layout
     - 47.6%
   * - Utilization of the core after routing
     - 0.450
   * - Yosys stat cell total
     - 1002
   * - Result of the run
     - finished clean
   * - Global-route wire length before repair
     - 69.5 mm
   * - Via Count
     - 10300
   * - Clock Pin Slew Worst Setup and Hold Paths
     - 0.06 ns
## Yosys cell counts
cell / n / area share
sky130_fd_sc_hd__or3_1: 8 / 0.0026
sky130_fd_sc_hd__nand3_1: 2 / 0.00053
sky130_fd_sc_hd__ha_1: 2 / 0.0013
sky130_fd_sc_hd__nor3_4: 6 / 0.0052
sky130_fd_sc_hd__and3_1: 86 / 0.028
sky130_fd_sc_hd__nor2_1: 40 / 0.0079
sky130_fd_sc_hd__a221oi_1: 1 / 0.00046
sky130_fd_sc_hd__a21oi_1: 1 / 0.00026
sky130_fd_sc_hd__mux2i_1: 1 / 0.00053
sky130_fd_sc_hd__buf_2: 7 / 0.0019
sky130_fd_sc_hd__nand3_2: 1 / 0.00053
sky130_fd_sc_hd__xnor2_1: 6 / 0.0028
sky130_fd_sc_hd__buf_6: 7 / 0.0042
sky130_fd_sc_hd__edfxtp_1: 344 / 0.55
sky130_fd_sc_hd__a211oi_1: 4 / 0.0016
sky130_fd_sc_hd__nor3_1: 4 / 0.0011
sky130_fd_sc_hd__and4bb_2: 5 / 0.0033
sky130_fd_sc_hd__dfxtp_1: 325 / 0.34
sky130_fd_sc_hd__buf_4: 3 / 0.0012
sky130_fd_sc_hd__nor3_2: 10 / 0.0053
sky130_fd_sc_hd__nand2b_1: 2 / 0.00066
sky130_fd_sc_hd__nor3b_1: 1 / 0.00040
sky130_fd_sc_hd__nor2b_1: 3 / 0.00099
sky130_fd_sc_hd__inv_1: 18 / 0.0036
sky130_fd_sc_hd__clkbuf_1: 8 / 0.0016
sky130_fd_sc_hd__nor4_1: 28 / 0.0093
sky130_fd_sc_hd__nand4_1: 15 / 0.0050
sky130_fd_sc_hd__nand2_1: 43 / 0.0085
sky130_fd_sc_hd__xor2_1: 18 / 0.0083
sky130_fd_sc_hd__buf_1: 1 / 0.00020
sky130_fd_sc_hd__and3b_1: 2 / 0.00093
## flip-flops by register name (all words and copies together) (netlist names)
name and count:
a_rl 112, b_rl 112, a_px 64, a_x 64, o_px 64, o_x 64
a_qh 40, o_qh 40, a_ql 32, o_ql 32, a_qcnt 24, a_s 8
o_s 8, a_cnt 3, a_vl 1, o_et 1
## worst max path at each step
stage	endpoint	startpoint	slack (ns)	cells after the start
CTS	stall_n	a_cnt[0]	20.61	5
global route	a_px[51]	i_vl	20.45	4
finish	a_x[51]	i_vl	20.63	4
## stage by stage
step / instance area (sq um) / power, uW / setup slack (ns) / std cells / hold WS (ns)
6_report: 27900 / 2230 / 20.63 / 2532 / 0.336
5_1_grt: 27900 / 2320 / 20.45 / 2526 / 0.340
4_1_cts: 27900 / 2270 / 20.61 / 2525 / 0.327
3_5_place_dp: 25600 / 1380 / 19.99 / 2395 / 0.327
3_3_place_gp: 25600 / 1380 / 20.05 / 2395 / 0.324
2_1_floorplan: 18900 / 1260 / 9.25 / 1002 / 0.323
## report_power, final
group / switching [uW] / internal (uW) / leakage, uW
Sequential: 34.8 / 1100 / 0.00583
Combinational: 111 / 112 / 0.00337
Clock: 376 / 493 / 0.00112
Total: 522 / 1710 / 0.0103
## cell families after synthesis
group                    count (synthesis)  synth area share
AND-OR/OR-AND                            6           0.00232
XOR/XNOR                                24            0.0111
adder cells (fa/ha/maj)                  2           0.00132
buffers and inverters                   44            0.0126
flip-flops                             669             0.891
multiplexers                             1          0.000530
AND/OR/NAND/NOR                        256            0.0808
## worst max-delay path, cell delays in order
cell and delay (ns):
sky130_fd_sc_hd__clkdlybuf4s50_1 0.58, sky130_fd_sc_hd__nor3b_4 0.68, sky130_fd_sc_hd__buf_4 0.68, sky130_fd_sc_hd__buf_4 0.75
## per-layer routing
metal,vias up,wire (um)
met5,-,188
met4,28,1460
met3,113,6910
met2,469,23200
met1,4824,17100
li1,4894,-
## layout make-up
type / instances / area, sq um
timing repair buffer: 582 / 5820
clock buffer: 98 / 1960
sequential: 669 / 16800
fill: 5331 / 34100
multi-input combinational: 289 / 1830
antenna: 7 / 17.5
clock inverter: 32 / 320
inverter: 18 / 67.6
tap: 837 / 1050
Power figures rest on the tool's default switching activity, not on a simulated workload.
