--- /design/flow/run.sh ---
#!/bin/bash
# OpenROAD 26Q1-2900-gdf79404cd8, Yosys 0.63+post, stock flow scripts
make -C /OpenROAD-flow-scripts/flow DESIGN_CONFIG=/design/flow/config.mk WORK_HOME=/design/flow/orfs finish
--- /design/flow/config.mk ---
export PLATFORM = sky130hd
export DESIGN_NAME = runner
export DESIGN_NICKNAME = runner
export VERILOG_FILES = /design/flow/design.v
export SDC_FILE = /design/flow/constraint.sdc
export NUM_CORES = 4
export LEC_CHECK = 1
export CORE_UTILIZATION = 50
export SYNTH_HDL_FRONTEND = slang
--- /design/flow/constraint.sdc ---
current_design runner

set clk_period 6.6
set clk_io_pct 0.2

create_clock -name clk0 -period $clk_period [get_ports {clk}]

set non_clock_inputs [all_inputs -no_clocks]
set_input_delay [expr $clk_period * $clk_io_pct] -clock clk0 $non_clock_inputs
set_output_delay [expr $clk_period * $clk_io_pct] -clock clk0 [all_outputs]
--- /design/flow/design.v ---
`timescale 1 ns/1 ns
module runner(
    input  wire        rst,
    input  wire        clk,
    input  wire        ena,
    input  wire        i_sl,
    input  wire        i_sp,
    input  wire        i_ep,
    input  wire        i_vl,
    input  wire [ 7:0] i_b  [1:10],
    input  wire [ 7:0] i_x  [1:8 ],
    output reg         o_sl,
    output reg         o_sp,
    output reg         o_vl,
    output reg  [ 1:0] o_st [1:8 ],
    output reg  [ 7:0] o_b  [1:9 ],
    output reg  [ 7:0] o_x  [1:8 ]
);
function automatic logic near(input [7:0] x1, input [7:0] x2);
    return x1[7:2] == x2[7:2];
endfunction
reg         a_sl;
reg         a_sp;
reg         a_ep;
reg         a_vl;
reg  [ 8:1] a_rs;
reg  [ 7:0] a_b  [1:9];
reg  [ 7:0] a_x  [1:8];
reg         b_sl;
reg         b_sp;
reg         b_ep;
reg         b_vl;
reg  [ 8:1] b_rs;
reg  [ 7:0] b_rx [1:8];
reg  [ 7:0] b_b  [1:9];
reg  [ 7:0] b_x  [0:8];
reg         c_sl;
reg         c_sp;
reg         c_ep;
reg         c_vl;
reg  [ 8:1] c_rs;
reg  [ 7:0] c_rx [1:8];
reg  [ 7:0] c_b  [1:9];
reg         c_near [1:8];
reg         c_sp_ri;
reg  [ 7:0] c_sp_c;
reg         d_sl;
reg         d_sp;
reg         d_ep;
reg         d_vl;
reg  [ 1:0] d_st [1:8];
reg  [ 7:0] d_b  [1:9];
reg  [ 7:0] d_x  [1:8];
reg         e_sl;
reg         e_sp;
reg         e_ep;
reg         e_vl;
reg  [ 1:0] e_st [1:8];
reg  [ 7:0] e_b  [1:9];
reg  [ 7:0] e_x  [1:8];
reg         run_valid;
always @ (posedge clk)
    if(ena) begin
        a_sl <= i_sl;
        a_sp <= i_sp;
        a_ep <= i_ep;
        a_vl <= i_vl;
        for(int i=1; i<=6; i++)
            a_rs[i] <= ( i_b[i]==i_b[i+1] && i_b[i+1]==i_b[i+2] ) && ( i_b[i]==i_x[i] || near(i_b[i],i_x[i]) && near(i_b[i+1],i_x[i+1]) && near(i_b[i+2],i_x[i+2]) );
        a_rs[7] <= i_b[7]==i_b[8] && i_b[8]==i_b[9] && ( i_b[7]==i_x[7] || near(i_b[7],i_x[7]) && near(i_b[8],i_x[8]) );
        a_rs[8] <= i_b[8]==i_b[9] && i_b[9]==i_b[10] && i_b[8]==i_x[8];
        a_b <= i_b[1:9];
        a_x <= i_x;
    end else if(rst) begin
        a_sl <= '0;
        a_sp <= '0;
        a_ep <= '0;
        a_vl <= '0;
    end
always @ (posedge clk)
    if(ena) begin
        b_sl <= a_sl;
        b_sp <= a_sp;
        b_ep <= a_ep;
        b_vl <= a_vl;
        b_rs <= a_rs;
        for(int i=1; i<=8; i++)
            b_rx[i] <= a_rs[i] ? a_b[i] : a_x[i];
        b_b <= a_b;
        b_x[0] <= a_sp ? a_b[1] : b_x[8];
        for(int i=1; i<=8; i++)
            b_x[i] <= a_x[i];
    end else if(rst) begin
        b_sl <= '0;
        b_sp <= '0;
        b_ep <= '0;
        b_vl <= '0;
    end
always @ (posedge clk)
    if(ena) begin
        c_sl <= b_sl;
        c_sp <= b_sp;
        c_ep <= b_ep;
        c_vl <= b_vl;
        c_rs <= b_rs;
        c_rx <= b_rx;
        c_b <= b_b;
        for(int i=1; i<=8; i++) begin
            c_near[i] <= near(b_x[i], b_x[i-1]);
        end
        c_sp_ri <= c_sp_c == b_b[1] && b_b[2] == b_b[1];
        c_sp_c <= b_sp ? b_b[1] : c_sp_c;
    end else if(rst) begin
        c_sl <= '0;
        c_sp <= '0;
        c_ep <= '0;
        c_vl <= '0;
        c_sp_ri <= '0;
        c_sp_c <= '0;
    end
always @ (posedge clk)
    if(ena) begin
        automatic logic [7:0] run_pixel;
        run_valid = c_sp ? c_sp_ri : run_valid;
        run_pixel = c_sp ? c_sp_c : d_x[8];
        for(int i=1; i<=8; i++) begin
            if( run_valid & c_near[i] ) begin
                d_x[i] <= run_pixel;
                d_st[i] <= 2'd1;
            end else begin
                d_x[i] <= c_rx[i];
                d_st[i] <= {run_valid, 1'b0};
                run_valid = c_rs[i];
                run_pixel = c_rx[i];
            end
        end
        d_sl <= c_sl;
        d_sp <= c_sp;
        d_ep <= c_ep;
        d_vl <= c_vl;
        d_b <= c_b;
    end else if(rst) begin
        run_valid = 1'b0;
        d_sl <= '0;
        d_sp <= '0;
        d_ep <= '0;
        d_vl <= '0;
    end
always @ (posedge clk)
    if(ena) begin
        e_sl <= d_sl;
        e_sp <= d_sp;
        e_ep <= d_ep;
        e_vl <= d_vl;
        e_st <= d_st;
        e_b  <= d_b;
        e_x  <= d_x;
    end else if(rst) begin
        e_sl <= '0;
        e_sp <= '0;
        e_ep <= '0;
        e_vl <= '0;
    end
always @ (posedge clk)
    if(ena) begin
        o_sl <= e_sl;
        o_sp <= e_sp;
        o_vl <= e_vl;
        o_st <= e_st;
        if(e_ep && e_st[8]==2'd1)
            o_st[8] <= 2'd3;
        o_b <= e_b;
        o_x <= e_x;
    end else if(rst) begin
        o_sl <= '0;
        o_sp <= '0;
        o_vl <= '0;
    end
endmodule
==> impl_metrics.tcl <==
# yosys + openroad results
set metrics [dict create \
    warnings 31 \
    fillers 4617 \
    ys_sh_adder 0 \
    drt-total-wl_um 66000 \
    critPathMaxStageDelay_ns 0.68 \
    syn_area_per_cell_sq_um 21.0 \
    cp_num_cells 7 \
    grt_max_degree 152 \
    postCtsHoldBufs 0 \
    synthArstFlopShare 0 \
    post-cts-setup-buffer-count 0 \
    drtPass1Iterations 5 \
    layout_top_cells "edfxtp_1, clkdlybuf4s50_1, xor2_1, clkbuf_16, mux2_2" \
    cts_num_sinks 983 \
    vias 15386 \
    synth-edff-count 983 \
    power.density_mw_per_mm2 323 \
    fp.dieH_um 263 \
    grt_pass1_vias 16171 \
    cts_buffer_depth 3 \
    path_cells "a21o_1 -> a22oi_4 -> inv_2 -> and2_1 -> a221oi_1 -> a31oi_1 -> a32o_1" \
    vias_per_cell 5.21 \
    fin_skew_ns 0.0181 \
    synthTopLogicFamily "XOR/XNOR gates" \
    syn_to_final_growth_pct 20.7 \
    ys_seq_share 0.865 \
    slew_headroom 0.391 \
    crit_type "reg -> reg" \
    syn_area_sq_mm 0.0341 \
    worst_pin_slew_ns 0.913 \
    drive_above_1_share 0.112 \
    ys_sh_mux 0.0288 \
    r2r_cells 7 \
    dp.final_hpwl_um 46000 \
    ys_warn_count 0 \
    p_total_w 0.0133 \
    fin_crit_sh 0.503 \
    drc 0 \
    slew_violations 0 \
    ys_cells 1624 \
    setup-tns-final_ns 0 \
    place_congestion 0.896 \
    simple_gate_share 0.0379 \
    clk_pin_slew_ns 0.06 \
    die_w_um 263 \
    grt_overflow 0 \
    ys_ff 983 \
    power.leakage_nw 14.0 \
    critPathRequiredTime_ns 6.98 \
    arrival_ns 3.71 \
    drt-initial-drc-count 1118 \
    hold_class "reg -> reg" \
    outcome "finished clean" \
    port-buffer-count 305 \
    clk_latency_ns 0.63 \
    max_cap_violations 0 \
    mostFrequentLayoutCell "edfxtp_1" \
    rsz0062_at_grt "false" \
    crit_path_max_fanout 22 \
    clockRootBuffer "clkbuf_16" \
    flop_cell "edfxtp_1" \
    cp_top_family "AND-OR/OR-AND gates" \
    setup_viol 0 \
    rows 95 \
    ios 306 \
    ir_worst_vdd_mv 0.185 \
    wl_per_cell_um 22.4 \
    finalHoldViolations 0 \
    post_cts_resized 0 \
    cts_tree "yes" \
    core-area_sq_mm 0.0674 \
    cp-end-kind "register" \
    ys_sh_xor 0.0441 \
    crit_buf_inv 1 \
    clock.fmax_mhz 301 \
    fp_util 0.507 \
    startpoint_type "register" \
    ys_types 45 \
    worstHoldPathCells 0 \
    numCtsBuffers 94 \
    htreeDepth 3 \
    die_area_sq_mm 0.0693 \
    ys_sh_aoi 0.0196 \
    grt_pass1_wl_um 98500 \
    antenna_found_initial 2 \
    track_usage 0.218 \
    synthCells 1624 \
    crit_slowest_cell "a221oi_1" \
    ant_nets 0 \
    yosysChipArea_sq_mm 0.0341 \
    min_period_ns 3.32 \
]
synth_stat cells (all sizes together), types with 2 or more instances:
library cell	n	area (sq um)
o21ai	6	30.0
xor2	98	858
buf	6	28.8
o21a	3	22.5
a21o	3	22.5
nand4	15	93.8
nor3	23	115
a222oi	2	20.0
nand2b	10	62.6
o32ai	8	70.1
nand3	8	40.0
a221oi	25	219
clkbuf	21	78.8
or3	7	43.8
edfxtp	983	29500
or2	2	12.5
a22oi	7	66.3
nor2	66	248
nand2	47	179
a21oi	5	25.0
nor2b	3	18.8
mux2	86	972
nor4	23	144
xnor2	74	648
a221o	7	70.1
o31ai	8	60.1
and2	35	219
and3	16	100
o22ai	3	18.8
inv	16	60.1
sequential cells by signal (all words and copies together), names as in the netlist, 8 cells and up:
name and flops:
a_b 72, o_x 64, a_x 64, c_rs 8
d_x 64, d_st 16, o_b 72, c_b 72
o_st 16, c_rx 64, e_x 64, b_b 72
e_b 72, e_st 16, b_rx 64, b_x 54
b_rs 8, c_near 8, d_b 72, c_sp_c 8
a_rs 8
per-layer routing:
metal | global-route usage | routed length, um | vias to the layer above | part of all wire
met4 | 0.0316 | 1050 | 2 | 0.016
li1 | - | - | 7142 | -
met3 | 0.139 | 9870 | 71 | 0.15
met2 | 0.289 | 29300 | 848 | 0.44
met1 | 0.360 | 25700 | 7323 | 0.39
met5 | 0.00693 | 66 | - | 0.0010
area by class of cell:
cell class / instances / area (sq um) / share of cell area
Tap cell: 873 / 1090 / 0.0265
Timing Repair Buffer: 318 / 3190 / 0.0775
Multi-Input combinational cell: 598 / 4460 / 0.108
Clock inverter: 49 / 383 / 0.00929
Clock buffer: 116 / 2500 / 0.0606
Antenna cell: 1 / 2.50 / 0.0000607
Inverter: 16 / 60.1 / 0.00146
Sequential cell: 983 / 29500 / 0.716
logic make-up (layout without fill, tap and decap cells):
group / after synthesis / in the layout
other cells: 0 / 1
flops: 983 / 983
buf+inv: 43 / 499
simple gates: 257 / 257
mux: 87 / 87
compound gates: 82 / 82
xor+xnor: 172 / 172
worst paths after layout:
kind,start,endpoint,slack [ns]
worst min register to register,e_x[24]$_DFFE_PP_,o_x[24]$_DFFE_PP_,0.41
worst max-delay path,c_near[0][2]$_DFFE_PP_,d_x[7]$_DFFE_PP_,3.28
worst min-delay path,e_x[24]$_DFFE_PP_,o_x[24]$_DFFE_PP_,0.41
worst max register to register,c_near[0][2]$_DFFE_PP_,d_x[7]$_DFFE_PP_,3.28
worst register-to-register path, stage by stage (launching register included):
cell,delay [ns]
edfxtp_1,0.65
a21o_1,0.31
a22oi_4,0.44
inv_2,0.18
and2_1,0.29
a221oi_1,0.68
a31oi_1,0.22
a32o_1,0.29
through the flow:
step	std cells	hold WS, ns	setup WS (ns)	utilization	instance area [sq um]
after floorplan	1624	0.400	4.19	-	34100
after global placement	2788	0.400	3.11	0.569	38300
after detailed placement	2788	0.405	3.06	0.569	38300
after CTS	2953	0.411	3.36	0.611	41200
after global routing	2954	0.411	3.16	0.611	41200
final	2954	0.405	3.28	0.611	41200
report_power, final:
group	total, W	switching (W)	leakage (nW)	internal [W]
Sequential	0.00761	0.000215	9.66	0.00739
Combinational	0.000657	0.000335	2.94	0.000321
Clock	0.00503	0.00212	1.41	0.00290
Total	0.0133	0.00267	14.0	0.0106
Power is estimated from default activity; no workload was simulated.
