==> flow/design.v <==
`timescale 1 ns/1 ns
module preprocess(
    input  wire        rst,
    input  wire        clk,
    input  wire        ena,
    input  wire        i_sp,
    input  wire        i_vl,
    input  wire [ 7:0] i_b  [0:8],
    input  wire [ 7:0] i_x  [0:8],
    input  wire        i_s  [1:8],
    input  wire [ 4:0] i_qh [1:8],
    input  wire [ 3:0] i_ql [1:8],
    input  wire [ 2:0] i_qcnt [1:8],
    output reg         o_vl,
    output reg  [ 7:0] o_x  [1:8],
    output reg  [ 7:0] o_px [1:8],
    output reg         o_s  [1:8],
    output reg  [ 4:0] o_qh [1:8],
    output reg  [ 3:0] o_ql [1:8],
    output reg  [ 2:0] o_qcnt [1:8],
    output reg  [ 2:0] o_qcnt_max,
    output reg  [13:0] o_rl [1:8]
);
reg        a_sp;
reg        a_vl;
reg [ 7:0] a_b  [1:8];
reg [ 7:0] a_x  [1:8];
reg [ 7:0] a_px [1:8];
reg        a_s  [1:8];
reg [ 4:0] a_qh [1:8];
reg [ 3:0] a_ql [1:8];
reg        a_ir [1:8];
reg [ 2:0] a_qcnt [1:8];
reg         b_vl;
reg  [ 7:0] b_x  [1:8];
reg  [ 7:0] b_px [1:8];
reg         b_s  [1:8];
reg  [ 4:0] b_qh [1:8];
reg  [ 3:0] b_ql [1:8];
reg  [ 2:0] b_qcnt [1:8];
reg  [ 2:0] b_qcnt_max [1:2];
reg         b_rlc[1:8];
reg  [ 2:0] b_rl [2:8];
reg         b_rllc;
reg  [ 3:0] b_rll;
reg  [13:0] rll;
function automatic logic [7:0] predictor(input [7:0] a, input [7:0] b, input [7:0] c);
    if( c>=a && c>=b ) begin
        return a>b ? b : a;
    end else if( c<=a && c<=b ) begin
        return a>b ? a : b;
    end else begin
        return a - c + b;
    end
endfunction
function automatic logic [2:0] max2(input [2:0] in1, input [2:0] in2);
    if(in1>in2)
        return in1;
    else
        return in2;
endfunction
function automatic logic [2:0] max4(input [2:0] in1, input [2:0] in2, input [2:0] in3, input [2:0] in4);
    return max2( max2(in1, in2), max2(in3, in4) );
endfunction
always @ (posedge clk)
    if(ena) begin
        a_sp <= i_sp;
        a_vl <= i_vl;
        a_s  <= i_s;
        a_qh <= i_qh;
        a_ql <= i_ql;
        a_qcnt <= i_qcnt;
        for(int i=1; i<=8; i++) begin
            a_ir[i] <= i_ql[i] == 4'd15;
            a_x[i]  <= i_x[i];
            a_b[i]  <= i_b[i];
            a_px[i] <= predictor(i_x[i-1], i_b[i], i_b[i-1]);
        end
    end else if(rst) begin
        a_sp <= '0;
        a_vl <= '0;
    end
always @ (posedge clk)
    if(ena) begin
        automatic logic [2:0] rl = {2'd0, a_ir[1]};
        b_vl <= a_vl;
        b_x <= a_x;
        b_s  <= a_s;
        b_qh <= a_qh;
        b_ql <= a_ql;
        b_qcnt <= a_qcnt;
        b_rlc[1] <= ~a_sp;
        b_rlc[2] <= ~a_sp & a_ir[1];
        b_rlc[3] <= ~a_sp & a_ir[1] & a_ir[2];
        b_rlc[4] <= ~a_sp & a_ir[1] & a_ir[2] & a_ir[3];
        b_rlc[5] <= ~a_sp & a_ir[1] & a_ir[2] & a_ir[3] & a_ir[4];
        b_rlc[6] <= ~a_sp & a_ir[1] & a_ir[2] & a_ir[3] & a_ir[4] & a_ir[5];
        b_rlc[7] <= ~a_sp & a_ir[1] & a_ir[2] & a_ir[3] & a_ir[4] & a_ir[5] & a_ir[6];
        b_rlc[8] <= ~a_sp & a_ir[1] & a_ir[2] & a_ir[3] & a_ir[4] & a_ir[5] & a_ir[6] & a_ir[7];
        b_rllc   <= ~a_sp & a_ir[1] & a_ir[2] & a_ir[3] & a_ir[4] & a_ir[5] & a_ir[6] & a_ir[7] & a_ir[8];
        for(int i=2; i<=7; i++) begin
            b_rl[i] <= rl;
            rl = a_ir[i] ? rl + 3'd1 : 3'd0;
        end
        b_rl[8] <= rl;
        b_rll <= a_ir[8] ? {1'b0, rl} + 4'd1 : 4'd0;
        for(int i=1; i<=8; i++) begin
            b_px[i] <= (a_ql[i]==4'd13) ? a_b[i] : a_px[i];
        end
        b_qcnt_max[1] <= max4(a_qcnt[1], a_qcnt[2], a_qcnt[3], a_qcnt[4]);
        b_qcnt_max[2] <= max4(a_qcnt[5], a_qcnt[6], a_qcnt[7], a_qcnt[8]);
    end else if(rst) begin
        b_vl <= '0;
    end
always @ (posedge clk)
    if(ena) begin
        o_vl <= b_vl;
        o_x <=  b_x;
        o_px <=  b_px;
        o_s <=  b_s;
        o_qh <=  b_qh;
        o_ql <= b_ql;
        o_qcnt <= b_qcnt;
        o_qcnt_max <= max2(b_qcnt_max[1], b_qcnt_max[2]);
        o_rl[1] <= b_rlc[1] ? rll : '0;
        for(int i=2; i<=7; i++) begin
            o_rl[i] <= (b_rlc[i] ? rll : '0) + {11'd0, b_rl[i]};
        end
        o_rl[8] <= (b_rlc[8] ? rll : '0) + {11'd0, b_rl[8]} + {13'd0, b_qh[8][4]};
        rll <= (b_rllc ? rll : '0) + {10'd0, b_rll};
    end else if(rst) begin
        o_vl <= '0;
    end
endmodule
==> flow/run.sh <==
#!/bin/bash
# OpenROAD 26Q1-2900-gdf79404cd8, Yosys 0.63+post, stock flow scripts
make -C /OpenROAD-flow-scripts/flow DESIGN_CONFIG=/design/flow/config.mk WORK_HOME=/design/flow/orfs finish
==> flow/config.mk <==
export PLATFORM = sky130hd
export DESIGN_NAME = preprocess
export DESIGN_NICKNAME = preprocess
export VERILOG_FILES = /design/flow/design.v
export SDC_FILE = /design/flow/constraint.sdc
export NUM_CORES = 4
export LEC_CHECK = 1
export CORE_UTILIZATION = 30
export SYNTH_HDL_FRONTEND = slang
==> flow/constraint.sdc <==
current_design preprocess

set clk_period 5.1
set clk_io_pct 0.2

create_clock -name clk0 -period $clk_period [get_ports {clk}]

set non_clock_inputs [all_inputs -no_clocks]
set_input_delay [expr $clk_period * $clk_io_pct] -clock clk0 $non_clock_inputs
set_output_delay [expr $clk_period * $clk_io_pct] -clock clk0 [all_outputs]
==> flow_summary.rst <==
Implementation results
======================

.. list-table::
   :header-rows: 1

   * - Metric
     - Value
   * - Distinct lib cells
     - 77
   * - Total power draw
     - 19.8 mW
   * - Vertical die dimension
     - 379 um
   * - Initial core utilization
     - 0.302
   * - Total of warnings raised by yosys
     - 0
   * - Global-route wire length before repair
     - 159 mm
   * - Worst clock skew on the final layout
     - 42.5 ps
   * - RSZ-0062 raised after global routing
     - false
   * - Comb area
     - 13200 um^2
   * - Mapped cell area
     - 42700 um^2
   * - Number of synthesized flops with an enable pin
     - 938
   * - Largest net degree at the start of global routing
     - 109
   * - Maximum operating frequency
     - 0.253 GHz
   * - Largest buffer count on any clock path
     - 3
   * - Post-synth top area share
     - 0.660
   * - Flop pwr share
     - 0.485
   * - Synthesized netlist cell count
     - 2855
   * - Yosys top cell by area
     - sky130_fd_sc_hd__edfxtp_1
   * - Combinational power share
     - 0.142
   * - Area overhead of the layout relative to synthesis
     - 28.1%
   * - Clock tree from TritonCTS
     - built
   * - Biggest area cells
     - sky130_fd_sc_hd__edfxtp_1 66%, sky130_fd_sc_hd__ha_1 8.9%, sky130_fd_sc_hd__fa_1 3.0%
   * - Vias in the first global route
     - 24657
   * - Startpoint types
     - input port
   * - Measured slew at the worst slew-check pin
     - 883 ps
   * - Post-synthesis async set-or-reset flop share
     - 0
   * - Critical path fanouts, max
     - 4
   * - Max IR drop VDD
     - 292 uV
   * - Clock transition at path regs
     - 60 ps
   * - Most frequently used flop master after synthesis
     - sky130_fd_sc_hd__edfxtp_1
   * - Hold WC Path Type
     - reg2reg
   * - Vias per std cell
     - 4.55
   * - Final WL
     - 109 mm
   * - H-tree depth
     - 3
   * - Post-route antenna net violation count
     - 0
   * - Post-route DRC violation count
     - 0
   * - Grt total ovfl
     - 0
   * - Total of buffers placed on input and output ports
     - 600
   * - Sequential cell area in the final layout
     - 28200 um^2
   * - Number of buffers added by the clock tree synthesis step
     - 104
   * - First-pass DRT Iterations
     - 5
   * - Filler-free cell count of the finished design
     - 5537
   * - Fill cells
     - 12991
   * - Commonest cells after routing, fill and taps aside
     - 938 x sky130_fd_sc_hd__edfxtp_1, 599 x sky130_fd_sc_hd__clkdlybuf4s50_1, 307 x sky130_fd_sc_hd__inv_1
   * - Most common cell after layout, fill and taps aside
     - sky130_fd_sc_hd__edfxtp_1
   * - Area of the core
     - 141000 um^2
   * - Setup fix buffers added after clock tree synthesis
     - 0
   * - Period Utilization, post-route
     - 0.774
   * - Drt first-iter violations
     - 1473
   * - Data required time at the worst endpoint
     - 5540 ps
   * - Number of antenna violations at the first check in global routing
     - 17
   * - Fraction of the yosys area taken by sequential cells
     - 0.660
   * - Number of standard cells reported by yosys
     - 2855
   * - Power density relative to cell area
     - 362 nW/um^2
   * - Final min period
     - 3950 ps
   * - Clk sink count
     - 938
   * - DIE WIDTH
     - 379 um
   * - Lkg Pwr
     - 20.5 nW
   * - Switching power of the nets
     - 4.89 mW
   * - Fraction of power spent switching nets
     - 0.247
   * - Data arrival time at the worst-slack endpoint
     - 4390 ps
   * - Cell at the root of the clock tree
     - sky130_fd_sc_hd__clkbuf_16
   * - Routed vias
     - 25186
   * - Max-slew violations
     - 0
   * - Count of cells resized by post-cts repair
     - 0
   * - Worst hold slack after final layout
     - 391 ps
   * - OpenROAD warning count
     - 37
   * - Synthesized area per cell
     - 14.9 um^2
   * - Number of cells after detailed placement
     - 5340
   * - Layout cells sized above 1
     - 0.0821
   * - Worst max-slew margin expressed relative to the limit
     - 0.411
   * - Number of hold violations in the final report
     - 0
   * - Post-detail-place hpwl
     - 82.5 mm
   * - Fraction of power consumed by the clock network
     - 0.373
   * - Kind of end point of the critical path
     - flop
   * - Hold_buf cts
     - 0
   * - Overall Global Routing Usage
     - 0.158
   * - Outcome
     - finished, final reports clean
   * - Die area
     - 144000 um^2
   * - Crit Path Class
     - in2reg
   * - Final TNS setup
     - 0 ps
   * - Internal Power
     - 14.9 mW
   * - Number of rows in the core area
     - 138
   * - Number of maximum-capacitance violations
     - 0
   * - Routed length per instance
     - 19.7 um
   * - Clock latency at the later pin of the worst-skew pair
     - 720 ps
   * - Final weighted congestion in routability-driven placement
     - 0.890
   * - Count of pins on the block boundary
     - 601
   * - Setup violation total in the final timing report
     - 0
   * - Yosys stat chip area
     - 42700 um^2
   * - Synthesis-stage register bit count
     - 938
==> registers in the layout, summed over array words and instances, names as in the netlist, 40 cells and up <==
name and count:
b_x 64, a_b 64, a_qh 40, a_px 64, b_qh 40, o_qh 40, o_rl 112, a_x 64
o_px 64, b_px 64, o_x 64
==> final cells by class <==
cell class	count	area share
diodes	5	0.000229
multi-input cells	1565	0.241
well taps	1890	0.0433
repair buffers	640	0.117
flip-flops and latches	938	0.515
clock buffers	123	0.0489
inverters	307	0.0211
clock inverters	69	0.0133
==> routing by layer <==
layer,global-route usage,part of all wire,wire (um),vias to the layer above
li1,-,-,-,12192
met1,0.231,0.42,45900,12106
met2,0.236,0.46,50100,711
met3,0.0582,0.095,10400,159
met4,0.0335,0.022,2360,18
met5,0,0.00099,108,-
==> critical path, stage by stage <==
cell                              delay (ps)
sky130_fd_sc_hd__clkdlybuf4s50_1         600
sky130_fd_sc_hd__inv_1                   160
sky130_fd_sc_hd__fa_1                    620
sky130_fd_sc_hd__inv_1                    60
sky130_fd_sc_hd__ha_1                    280
sky130_fd_sc_hd__a21o_1                  170
sky130_fd_sc_hd__a21oi_1                 230
sky130_fd_sc_hd__o21ai_0                 170
sky130_fd_sc_hd__a2111oi_0               600
sky130_fd_sc_hd__nor4_1                  130
sky130_fd_sc_hd__o211ai_1                190
sky130_fd_sc_hd__o221ai_1                150
==> final timing paths <==
| kind | start | to | slack (ps) | cells after the start |
|---|---|---|---|---|
| setup / recovery | i_b[9] | a_px[0][63] | 1150 | 12 |
| setup reg to reg | a_qcnt[22] | b_qcnt_max[1][2] | 1940 | 10 |
| hold reg to reg | a_x[36] | b_x[36] | 390 | 0 |
| hold / removal | a_x[36] | b_x[36] | 390 | 0 |
==> power groups by stage <==
stage         sequential, mW  combinational [mW]  clock, mW
global route            9.69                3.16       7.94
CTS                     9.63                2.85       7.65
finish                  9.61                2.81       7.39
==> synthesized netlist by cell type, types with 19 or more instances <==
master and number:
sky130_fd_sc_hd__a21oi_1 127, sky130_fd_sc_hd__inv_1 307, sky130_fd_sc_hd__clkbuf_1 34, sky130_fd_sc_hd__edfxtp_1 938, sky130_fd_sc_hd__xor2_1 29, sky130_fd_sc_hd__xnor2_1 76, sky130_fd_sc_hd__a21boi_0 45, sky130_fd_sc_hd__ha_1 302
sky130_fd_sc_hd__and2_1 74, sky130_fd_sc_hd__o211ai_1 26, sky130_fd_sc_hd__nand4_1 55, sky130_fd_sc_hd__o221ai_1 34, sky130_fd_sc_hd__nor2b_1 37, sky130_fd_sc_hd__nor3_1 36, sky130_fd_sc_hd__o21ai_0 86, sky130_fd_sc_hd__a221o_1 24
sky130_fd_sc_hd__nand2_1 82, sky130_fd_sc_hd__a21o_1 42, sky130_fd_sc_hd__nor2_1 66, sky130_fd_sc_hd__fa_1 64, sky130_fd_sc_hd__mux2i_1 19, sky130_fd_sc_hd__or3_1 53, sky130_fd_sc_hd__nand3_1 34, sky130_fd_sc_hd__mux2_2 74
==> per-stage QoR <==
| stage | setup WS [ps] | instance area, um^2 | utilization |
|---|---|---|---|
| global placement | 526 | 51300 | 0.362 |
| detailed placement | 483 | 51300 | 0.362 |
| CTS | 1290 | 54700 | 0.386 |
| finish | 1150 | 54700 | 0.387 |
| global route | 817 | 54700 | 0.387 |
| floorplan | 1420 | 42700 | - |
==> cells by family (layout without fill, tap and decap cells) <==
family	after synthesis	in the layout	share of synthesized area
AOI/OAI and AO/OA	487	487	0.0782
xor gates and xnor gates	105	105	0.0216
adders and majority gates	366	366	0.119
buffers and inverters	352	1139	0.0313
DFF	938	938	0.660
muxes	94	94	0.0243
other	0	5	0
and+or+nand+nor	513	513	0.0659
Power figures rest on the tool's default switching activity, not on a simulated workload.
