## flow/run.sh

```bash
#!/bin/bash
# OpenROAD 26Q1-2900-gdf79404cd8, Yosys 0.63+post, stock flow scripts
make -C /OpenROAD-flow-scripts/flow DESIGN_CONFIG=/design/flow/config.mk WORK_HOME=/design/flow/orfs finish
```

## flow/config.mk

```make
export PLATFORM = sky130hd
export DESIGN_NAME = merge
export DESIGN_NICKNAME = merge
export VERILOG_FILES = /design/flow/design.v
export SDC_FILE = /design/flow/constraint.sdc
export NUM_CORES = 4
export LEC_CHECK = 1
export CORE_AREA = 10 10 440 440
export DIE_AREA = 0 0 450 450
export SYNTH_HDL_FRONTEND = slang
```

## flow/constraint.sdc

```tcl
current_design merge

set clk_period 4.2
set clk_io_pct 0.2

create_clock -name clk0 -period $clk_period [get_ports {clk}]

set non_clock_inputs [all_inputs -no_clocks]
set_input_delay [expr $clk_period * $clk_io_pct] -clock clk0 $non_clock_inputs
set_output_delay [expr $clk_period * $clk_io_pct] -clock clk0 [all_outputs]
```

## flow/design.v

```verilog
`timescale 1 ns/1 ns
module merge(
    input  wire        rst,
    input  wire        clk,
    input  wire        i_et,
    input  wire        i_vl  [1:8],
    input  wire [ 4:0] i_oc  [1:8],
    input  wire [14:0] i_pv  [1:8],
    input  wire [ 3:0] i_pc  [1:8],
    input  wire [ 4:0] i_zc  [1:8],
    input  wire [ 8:0] i_bv  [1:8],
    input  wire [ 3:0] i_bc  [1:8],
    output reg         o_vl  [1:8],
    output reg  [ 4:0] o_oc  [1:8],
    output reg  [14:0] o_pv  [1:8],
    output reg  [ 3:0] o_pc  [1:8],
    output reg  [ 4:0] o_zc  [1:8],
    output reg  [ 8:0] o_bv  [1:8],
    output reg  [ 3:0] o_bc  [1:8]
);
reg        a_vl [1:7];
reg [ 4:0] a_oc [1:7];
reg [14:0] a_pv [1:7];
reg [ 3:0] a_pc [1:7];
reg [ 4:0] a_zc [1:7];
reg [ 8:0] a_bv [1:7];
reg [ 3:0] a_bc [1:7];
always @ (posedge clk) begin
    for(int i=1; i<=7; i++) begin
        if(rst) begin
            a_vl[i] <= 1'b0;
            o_vl[i] <= 1'b0;
        end else if(i_et) begin
            a_vl[i] <= 1'b0;
            o_vl[i] <= a_vl[i] | i_vl[i];
            o_oc[i] <= i_vl[i] ? i_oc[i] : a_oc[i];
            o_pv[i] <= i_vl[i] ? i_pv[i] : a_pv[i];
            o_pc[i] <= i_vl[i] ? i_pc[i] : a_pc[i];
            o_zc[i] <= i_vl[i] ? i_zc[i] : a_zc[i];
            o_bv[i] <= i_vl[i] ? i_bv[i] : a_bv[i];
            o_bc[i] <= i_vl[i] ? i_bc[i] : a_bc[i];
        end else if(i_vl[i]) begin
            a_vl[i] <= 1'b1;
            a_oc[i] <= i_oc[i];
            a_pv[i] <= i_pv[i];
            a_pc[i] <= i_pc[i];
            a_zc[i] <= i_zc[i];
            a_bv[i] <= i_bv[i];
            a_bc[i] <= i_bc[i];
            o_vl[i] <= 1'b0;
        end else begin
            o_vl[i] <= 1'b0;
        end
    end
    o_vl[8] <= ~rst & i_et & i_vl[8];
    if(i_et) begin
        o_oc[8] <= i_oc[8];
        o_pv[8] <= i_pv[8];
        o_pc[8] <= i_pc[8];
        o_zc[8] <= i_zc[8];
        o_bv[8] <= i_bv[8];
        o_bc[8] <= i_bc[8];
    end
end
endmodule
```

==> out/metrics.yaml <==
comb_area_um2: 3570
dpl-instance-area_um2: 33100
worstPathCellList: "clkdlybuf4s50_1"
log.warning_count: 30
wl_um: 85000
post-place-ws_ns: 0.717
postLayoutCellArea_um2: 35700
period_used_pct: 64.7
drive_above_1_share_pct: 24.6
lay_top_cells: "clkdlybuf4s50_1, edfxtp_1, mux2_2, clkbuf_16, mux2_4"
peakVddDrop_mv: 0.234
status: "finished clean"
synth_area_um2: 23200
grt_pass1_vias: 13300
drv_cap: 0
utilization_pct: 19.4
dp_hpwl_um: 64200
antenna_found_initial: 37
ys_ff: 645
postCtsSetupBuffers: 0
end_kind: "output port"
largest_area_cell: "edfxtp_1"
hold_class: "flop to flop"
crit_arrival_ns: 1.88
ys_seq_share_pct: 83.0
drtIter0Drc: 655
cellPowerDensity_nw_per_um2: 436
cts_buffers: 78
synthCells: 1008
vias_per_cell: 2.87
fin_skew_ns: 0.0200
numPortBuffers: 690
slowest_delay_ns: 0.80
worst_pin_slew_ns: 0.717
slew_viol_final: 0
worstReg2RegStart: "a_zc[0][27]"
fin_ws_ns: 1.48
final_common_cell: "clkdlybuf4s50_1"
drt-pass1-iter-count: 6
drc: 0
dieArea_um2: 203000
cp_num_cells: 1
slowest_stage: "clkdlybuf4s50_1"
overflow: 0
cts.sinks: 645
netlist.area_leader.share_pct: 82.3
cts_max_level: 3
max-slew-margin-rel_pct: 52.2
fp_util_pct: 12.7
crit_family: "buffers and inverters"
floorplan.die.height_um: 450
path_max_fanout: 1
seq_area_um2: 19300
grt_pass1_wl_um: 114000
synth_warnings: 0
holdWs_ns: 0.460
ctsHoldBuffers: 0
wire_per_inst_um: 19.7
cts_tree: "yes"
clock.latency.late_pin_ns: 0.68
ys_types: 11
grt_max_degree: 102
fillers: 19500
hold_violations: 0
cp.buffers_inverters: 1
clk_pin_slew_ns: 0.06
cts_buffer_depth: 3
cts.repair.resized: 0
final_antenna_net_count: 0
via_count: 12400
cts_root_buf: "clkbuf_16"
leakage_uw: 0.0114
startpoint_type: "flop"
core_um2: 183000
syn_to_final_growth_pct: 53.4
avgSynthCellArea_um2: 23.1
ys_area_um2: 23200
ys_top_cells_by_area: "edfxtp_1, mux2_2, buf_6"
worst_hold_path.num_cells: 2
critPathRequiredTime_ns: 3.36
grtUsageTotal_pct: 8.30
grt_setup_unrepaired: "no"
rows: 157
fin_crit_ns: 2.72
die_x_um: 450
worstRegToRegCells: 1
gp_congestion: 0.854
finalSetupViolations: 0
worstHoldStart: "a_vl[0][6]"
fmax_mhz: 368
startpoint: "o_pv[6]"
yosys_cells: 1008
setup.worst_path.class: "flop to output port"
boundaryPins: 691
state kept, by name, summed over array words and instances, names as in the netlist, 8 cells and up:
signal  flops
a_bv       63
o_pc       32
a_bc       28
o_bv       72
o_zc       40
a_pv      105
a_zc       35
a_pc       28
o_oc       40
o_pv      120
o_bc       32
o_vl        8
a_oc       35
per-stage QoR:
step	cells	total power, uW	TNS [ns]
3_5_place_dp	4149	8890	0
4_1_cts	4289	15900	0
2_1_floorplan	1008	8010	-483.22
3_3_place_gp	4149	8890	0
5_1_grt	4297	16200	0
6_report	4309	15600	0
tightest hold or removal path, delay by kind of cell (launching register included):
family / cells / cell delay (ns)
DFF: 1 / 0.32
and+or+nand+nor: 2 / 0.10
where the power goes:
part           leakage, uW  switching, uW  internal (uW)
clock              0.00123           2860           3980
sequential         0.00602           99.8           7440
combinational      0.00417            447            733
total               0.0114           3400          12200
logic make-up after synthesis:
kind of cell | synth area share [%]
buf+inv | 1.75
flops | 83.0
mux | 14.6
simple gates | 0.662
Yosys cell counts:
cell type,number
nor2_1,16
nand2b_1,1
dfxtp_1,8
mux2_2,270
buf_2,1
inv_1,2
edfxtp_1,637
or3_1,7
and2_1,7
buf_6,35
mux2_4,24
worst paths after layout:
check                           endpoint  slack, ns
worst min-delay path             o_vl[2]       0.46
worst max-delay path             o_pv[6]       1.48
worst min register to register   o_vl[2]       0.46
worst max register to register  o_zc[17]       3.26
routing by layer:
metal  global-route usage [%]  up-vias  part of all wire, %
met5                        0        -                0.068
met4                     3.38        8                  4.8
met3                     3.47      144                  8.2
met2                     14.8      465                   54
met1                     8.56     6182                   33
li1                         -     5582                    -
cell type report:
cell class,instances,share of cell area (%)
multi-input cells,325,10.0
diodes,20,0.140
clock buffers,89,5.65
flip-flops and latches,645,54.1
repair buffers,713,20.0
clock inverters,51,1.48
well taps,2464,8.64
inverters,2,0.0316
Power figures rest on the tool's default switching activity, not on a simulated workload.
