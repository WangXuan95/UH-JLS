**flow/config.mk**
```make
export PLATFORM = sky130hd
export DESIGN_NAME = shuffler
export DESIGN_NICKNAME = shuffler
export VERILOG_FILES = /design/flow/design.v
export SDC_FILE = /design/flow/constraint.sdc
export NUM_CORES = 4
export LEC_CHECK = 1
export CORE_UTILIZATION = 30
export SYNTH_HDL_FRONTEND = slang
```
**flow/constraint.sdc**
```tcl
current_design shuffler

set clk_period 15.4
set clk_io_pct 0.2

create_clock -name clk0 -period $clk_period [get_ports {clk}]

set non_clock_inputs [all_inputs -no_clocks]
set_input_delay [expr $clk_period * $clk_io_pct] -clock clk0 $non_clock_inputs
set_output_delay [expr $clk_period * $clk_io_pct] -clock clk0 [all_outputs]
```
**flow/design.v**
```verilog
`timescale 1 ns/1 ns
module shuffler(
    input  wire        rst,
    input  wire        clk,
    input  wire        ena,
    input  wire        i_sp,
    input  wire        i_vl,
    input  wire [ 1:0] i_st [1:8],
    input  wire [ 7:0] i_b  [0:9],
    input  wire [ 7:0] i_x  [0:8],
    output reg         o_sp,
    output reg         o_vl,
    output reg  [ 7:0] o_b   [0:8],
    output reg  [ 7:0] o_x   [0:8],
    output reg         o_s   [1:8],
    output reg  [ 4:0] o_qh  [1:8],
    output reg  [ 3:0] o_ql  [1:8],
    output reg  [ 2:0] o_qcnt[1:8]
);
function automatic logic near(input [7:0] x1, input [7:0] x2);
    return x1[7:2] == x2[7:2];
endfunction
function automatic logic signed [3:0] quant(input [7:0] a, input [7:0] b);
    automatic logic signed [8:0] delta = $signed({1'b0,a}) - $signed({1'b0,b});
    if     (delta <= -$signed(9'd21))
        return -$signed(4'd4);
    else if(delta <= -$signed(9'd7) )
        return -$signed(4'd3);
    else if(delta <= -$signed(9'd3) )
        return -$signed(4'd2);
    else if(delta <   $signed(9'd0) )
        return -$signed(4'd1);
    else if(delta ==  $signed(9'd0) )
        return  $signed(4'd0);
    else if(delta <   $signed(9'd3) )
        return  $signed(4'd1);
    else if(delta <   $signed(9'd7) )
        return  $signed(4'd2);
    else if(delta <   $signed(9'd21))
        return  $signed(4'd3);
    else
        return  $signed(4'd4);
endfunction
function automatic logic signed [9:0] calc_qa(input [7:0] c, input [7:0] b, input [7:0] d);
    return $signed(10'd81) * quant(d,b) + $signed(10'd9) * quant(b,c);
endfunction
function automatic logic [9:0] calc_s_q(input signed [9:0] qa, input signed [3:0] qb);
    automatic logic signed [9:0] qs;
    automatic logic              s;
    automatic logic        [8:0] q;
    qs = qa + qb;
    s = qs[9];
    q = s ? (~qs[8:0]+9'd1) : qs[8:0];
    q -= 9'd1;
    return {s,q};
endfunction
function automatic logic [15:0] candidate(input [7:0] c, input [7:0] a);
    automatic logic signed [8:0] delta = $signed({1'b0,c}) - $signed({1'b0,a});
    automatic logic        [7:0] ap, an;
    if         (delta <= -$signed(9'd21)) begin
        ap = c + 8'd21;
        an = c + 8'd20;
    end else if(delta <= -$signed(9'd7 )) begin
        ap = c + 8'd21;
        an = c + 8'd6;
    end else if(delta <= -$signed(9'd3 )) begin
        ap = c + 8'd7;
        an = c + 8'd2;
    end else if(delta <   $signed(9'd0 )) begin
        ap = c + 8'd3;
        an = c - 8'd1;    
    end else if(delta ==  $signed(9'd0 )) begin
        ap = c + 8'd1;
        an = c - 8'd1;
    end else if(delta <   $signed(9'd3 )) begin
        ap = c + 8'd1;    
        an = c - 8'd3;
    end else if(delta <   $signed(9'd7 )) begin
        ap = c - 8'd2;
        an = c - 8'd7;
    end else if(delta <   $signed(9'd21)) begin
        ap = c - 8'd6;
        an = c - 8'd21;
    end else begin
        ap = c - 8'd20;
        an = c - 8'd21;
    end
    if(~near(an,a))
        an = a;
    if(~near(ap,a))
        ap = a;
    return {ap,an};
endfunction
function automatic logic [8:0] get_qh_ql(input [8:0] q);
    automatic logic [8:0] qhe;
    automatic logic [8:0] qle;
    qhe = q / 9'd13;
    qle = q % 9'd13;
    return {qhe[4:0], qle[3:0]};
endfunction
reg               a_sp;
reg               a_vl;
reg         [1:0] a_st  [1:8];
reg         [7:0] a_b   [0:8];
reg         [7:0] a_x   [0:8];
reg         [7:0] a_x_p [1:7];
reg         [7:0] a_x_n [1:7];
reg  signed [9:0] a_qa  [1:8];
always @ (posedge clk)
    if(ena) begin
        a_sp <= i_sp;
        a_vl <= i_vl;
        a_st <= i_st;
        for(int i=0; i<=8; i++)
            a_b[i] <= i_b[i];
        a_x <= i_x;
        for(int i=1; i<=7; i++)
            {a_x_p[i], a_x_n[i]} <= candidate(i_b[i], i_x[i]);
        for(int i=1; i<=8; i++)
            a_qa[i] <= calc_qa(i_b[i-1],i_b[i],i_b[i+1]);
    end else if(rst) begin
        a_sp <= '0;
        a_vl <= '0;
    end
reg               b_sp;
reg               b_vl;
reg         [1:0] b_st  [1:8];
reg         [7:0] b_b   [0:8];
reg         [7:0] b_x   [0:8];
reg         [7:0] b_x_p [1:7];
reg         [7:0] b_x_n [1:7];
reg  signed [9:0] b_qa  [1:8];
reg  signed [3:0] b_qb  [1:8];
reg  signed [3:0] b_qb_p[2:8];
reg  signed [3:0] b_qb_n[2:8];
always @ (posedge clk)
    if(ena) begin
        b_sp <= a_sp;
        b_vl <= a_vl;
        b_st <= a_st;
        b_b <= a_b;
        b_x <= a_x;
        b_x_p <= a_x_p;
        b_x_n <= a_x_n;
        b_qa <= a_qa;
        b_qb[1] <= quant(a_b[0], a_x[0]);
        for(int i=2; i<=8; i++) begin
            b_qb[i]   <= quant(a_b[i-1],   a_x[i-1]);
            b_qb_p[i] <= quant(a_b[i-1], a_x_p[i-1]);
            b_qb_n[i] <= quant(a_b[i-1], a_x_n[i-1]);
        end
    end else if(rst) begin
        b_sp <= '0;
        b_vl <= '0;
    end
reg               c_sp;
reg               c_vl;
reg         [1:0] c_st  [1:8];
reg         [7:0] c_b   [0:8];
reg         [7:0] c_x   [0:8];
reg         [7:0] c_x_p [1:7];
reg         [7:0] c_x_n [1:7];
reg               c_s   [1:8];
reg         [8:0] c_q   [1:8];
reg               c_s_p [2:8];
reg         [8:0] c_q_p [2:8];
reg               c_s_n [2:8];
reg         [8:0] c_q_n [2:8];
reg         [1:0] c_ri  [1:8];
always @ (posedge clk)
    if(ena) begin
        c_sp <= b_sp;
        c_vl <= b_vl;
        c_st <= b_st;
        c_b  <= b_b;
        c_x  <= b_x;
        c_x_p<= b_x_p;
        c_x_n<= b_x_n;
        {c_s[1], c_q[1]} <= calc_s_q(b_qa[1], b_qb[1]);
        c_ri[1][1] <= b_x[0]> b_b[1];
        c_ri[1][0] <= b_x[0]==b_b[1];
        for(int i=2; i<=8; i++) begin
            {  c_s[i],   c_q[i]} <= calc_s_q(b_qa[i], b_qb[i]);
            {c_s_p[i], c_q_p[i]} <= calc_s_q(b_qa[i], b_qb_p[i]);
            {c_s_n[i], c_q_n[i]} <= calc_s_q(b_qa[i], b_qb_n[i]);
            c_ri[i][1] <= b_x[i-1]> b_b[i];
            c_ri[i][0] <= b_x[i-1]==b_b[i];
        end
    end else if(rst) begin
        c_sp <= '0;
        c_vl <= '0;
    end
reg               d_sp  [1:8];
reg               d_vl  [1:8];
reg         [7:0] d_b   [1:8][0:8];
reg         [7:0] d_x   [1:8][0:8];
reg         [7:0] d_x_p [1:8][1:7];
reg         [7:0] d_x_n [1:8][1:7];
reg               d_s   [1:8][1:8];
reg         [4:0] d_qh  [1:8][1:8];
reg         [3:0] d_ql  [1:8][1:8];
reg               d_s_p [1:8][2:8];
reg         [4:0] d_qh_p[1:8][2:8];
reg         [3:0] d_ql_p[1:8][2:8];
reg               d_s_n [1:8][2:8];
reg         [4:0] d_qh_n[1:8][2:8];
reg         [3:0] d_ql_n[1:8][2:8];
reg         [2:0] d_qcnt[1:8][1:8];
always_comb
    d_qcnt[1] <= '{8{'0}};
always @ (posedge clk)
    if(ena) begin
        d_sp[1] <= c_sp;
        d_vl[1] <= c_vl;
        d_b[1]  <= c_b;
        d_x[1]  <= c_x;
        d_x_p[1]<= c_x_p;
        d_x_n[1]<= c_x_n;
        d_s[1]  <= c_s;
        d_s_p[1]<= c_s_p;
        d_s_n[1]<= c_s_n;
        if         (c_st[1]==2'd0) begin
            {d_qh[1][1], d_ql[1][1]} <= get_qh_ql(c_q[1]);
        end else if(c_st[1]==2'd1) begin
            {d_qh[1][1], d_ql[1][1]} <= '1;
        end else if(c_st[1]==2'd2) begin
            {d_qh[1][1], d_ql[1][1]} <= {3'd0, c_ri[1], 4'd13};
        end else begin
            {d_qh[1][1], d_ql[1][1]} <= {5'd31, 4'd13};
        end
        for(int i=2; i<=8; i++) begin
            if         (c_st[i]==2'd0) begin
                {  d_qh[1][i],   d_ql[1][i]} <= get_qh_ql(  c_q[i]);
                {d_qh_p[1][i], d_ql_p[1][i]} <= get_qh_ql(c_q_p[i]);
                {d_qh_n[1][i], d_ql_n[1][i]} <= get_qh_ql(c_q_n[i]);
            end else if(c_st[i]==2'd1) begin
                {  d_qh[1][i],   d_ql[1][i]} <= '1;
                {d_qh_p[1][i], d_ql_p[1][i]} <= '1;
                {d_qh_n[1][i], d_ql_n[1][i]} <= '1;
            end else if(c_st[i]==2'd2) begin
                {  d_qh[1][i],   d_ql[1][i]} <= {3'd0, c_ri[i], 4'd13};
                {d_qh_p[1][i], d_ql_p[1][i]} <= {3'd0, c_ri[i], 4'd13};
                {d_qh_n[1][i], d_ql_n[1][i]} <= {3'd0, c_ri[i], 4'd13};
            end else begin
                {  d_qh[1][i],   d_ql[1][i]} <= {5'd31, 4'd13};
                {d_qh_p[1][i], d_ql_p[1][i]} <= {5'd31, 4'd13};
                {d_qh_n[1][i], d_ql_n[1][i]} <= {5'd31, 4'd13};
            end
        end
    end else if(rst) begin
        d_sp[1] <= '0;
        d_vl[1] <= '0;
    end
generate genvar kk; for(kk=1; kk<=7; kk++) begin : gen_shuffler
always @ (posedge clk)
    if(ena) begin
        automatic logic [2:0] cc='0, cp='0, cn='0;
        for(int i=1; i<=8; i++) begin
            if(i!=(kk+1)) begin
                if( d_ql[kk][i] ==   d_ql[kk][kk+1] ) cc++;
                if( d_ql[kk][i] == d_ql_p[kk][kk+1] ) cp++;
                if( d_ql[kk][i] == d_ql_n[kk][kk+1] ) cn++;
            end
        end
        d_sp[kk+1] <= d_sp[kk];
        d_vl[kk+1] <= d_vl[kk];
        d_b[kk+1]  <= d_b[kk];
        d_x[kk+1] <= d_x[kk];
        d_x_p[kk+1]<= d_x_p[kk];
        d_x_n[kk+1]<= d_x_n[kk];
        d_s[kk+1] <= d_s[kk];
        d_qh[kk+1] <= d_qh[kk];
        d_ql[kk+1] <= d_ql[kk];
        d_s_p[kk+1]<= d_s_p[kk];
        d_qh_p[kk+1]<= d_qh_p[kk];
        d_ql_p[kk+1]<= d_ql_p[kk];
        d_s_n[kk+1]<= d_s_n[kk];
        d_qh_n[kk+1]<= d_qh_n[kk];
        d_ql_n[kk+1]<= d_ql_n[kk];
        for(int i=1; i<=8; i++) begin
            d_qcnt[kk+1][i] <= d_qcnt[kk][i] + ( (i<kk && d_ql[kk][i]==d_ql[kk][kk] && d_ql[kk][kk]!='1) ? 3'd1 : 3'd0 );
        end
        if     (cp<cc || cn<cc) begin
            if(cn<cp)
                {d_s[kk+1][kk+1], d_qh[kk+1][kk+1], d_ql[kk+1][kk+1], d_x[kk+1][kk]} <= {d_s_n[kk][kk+1], d_qh_n[kk][kk+1], d_ql_n[kk][kk+1], d_x_n[kk][kk]};
            else
                {d_s[kk+1][kk+1], d_qh[kk+1][kk+1], d_ql[kk+1][kk+1], d_x[kk+1][kk]} <= {d_s_p[kk][kk+1], d_qh_p[kk][kk+1], d_ql_p[kk][kk+1], d_x_p[kk][kk]};
        end
    end else if(rst) begin
        d_sp[kk+1] <= '0;
        d_vl[kk+1] <= '0;
    end
end endgenerate
always @ (posedge clk)
    if(ena) begin
        o_sp <= d_sp[8];
        o_vl <= d_vl[8];
        o_b  <= d_b[8];
        o_x  <= d_x[8];
        o_s  <= d_s[8];
        o_qh <= d_qh[8];
        o_ql <= d_ql[8];
        for(int i=1; i<=8; i++) begin
            o_qcnt[i] <= d_qcnt[8][i] + ( (i<8 && d_ql[8][i]==d_ql[8][8] && d_ql[8][8]!='1) ? 3'd1 : 3'd0 );
        end
    end else if(rst) begin
        o_sp <= '0;
        o_vl <= '0;
    end
endmodule
```
**flow/run.sh**
```bash
#!/bin/bash
# OpenROAD 26Q1-2900-gdf79404cd8, Yosys 0.63+post, stock flow scripts
make -C /OpenROAD-flow-scripts/flow DESIGN_CONFIG=/design/flow/config.mk WORK_HOME=/design/flow/orfs finish
```
==> flow_metrics.tcl <==
# collected from the flow reports
set metrics [dict create \
    outcome "completed" \
    hold_path_class "reg -> reg" \
    fin_ws_ps 5720 \
    drtIter0Drc 9278 \
    whs_ps 292 \
    port_buffers 416 \
    grt_overflow 0 \
    fmax_mhz 103 \
    maxCapViolCount 0 \
    die-area_sq_um 746000 \
    vias 134372 \
    synthFlopType "edfxtp_1" \
    cp_slowest_stage_delay_ps 510 \
    insertion_delay_ps 1110 \
    ys_seq_frac 0.595 \
    vias_per_cell 4.73 \
    edf_count 4413 \
    ys_seq_elements 4413 \
    grt_pass1_vias 127200 \
    cpMaxStageDelayCell "fa_1" \
    totalWireLength_um 502000 \
    cp.required_ps 16260 \
    critPathKind "in -> reg" \
    log.warning_count 154 \
    synth_cells 17658 \
    synth.distinct_cells 123 \
    clock_sinks 4413 \
    ys_cells 17658 \
    grt_pass1_wl_um 766000 \
    clock-skew-final_ps 130 \
    slew_headroom 0.278 \
    worst_pin_slew_ps 1070 \
    ys_async_sr_fraction 0 \
    cts_inserted_buffers 467 \
    dieHeight_um 864 \
    cp_max_fo 17 \
    drtAntennaViolNets 0 \
    fin_crit_ps 9680 \
    fp_util 0.301 \
    cts_tree "yes" \
    cts_max_path_buffers 4 \
    logic_family "AND-OR/OR-AND gates" \
    synthesis.area_sq_um 223000 \
    start_kind "input pin" \
    yosys-stat-area_sq_um 223000 \
    grt_antenna_before_repair 33 \
    setup_violations 0 \
    yosys_warnings 0 \
    final_cell_mix "edfxtp_1 (4413), xnor2_1 (1300), inv_1 (1171)" \
    arrival_ps 10540 \
    syn-mean-instance-area_sq_um 12.6 \
    ios 423 \
    area_delta_synth_final_pct 14.4 \
    grt_use_total 0.138 \
    firstDrtPassIters 6 \
    ys_sh_adder 0.0753 \
    grt_max_degree 142 \
    wl_per_cell_um 17.7 \
    layout-drive-gt1-share 0.0743 \
    hold_buffers 0 \
    power_density_nw_per_um2 210 \
    critPathMostFrequentCell "a21oi_1" \
    rsz0062_at_grt "no" \
    leakage_uw 0.0922 \
    post-route-period-util 0.629 \
    cts_root_buf "clkbuf_16" \
    lay_top_count "edfxtp_1" \
    dp_hpwl_um 358000 \
    gp_congestion 0.905 \
    ys_sh_xor 0.0784 \
    crit_path_end_kind "flip-flop" \
    yosys-mux-area-fraction 0.0211 \
    dp_slack_ps 4590 \
    clk_pin_slew_ps 60 \
    postCtsSetupBuffers 0 \
    timing.final.hold_violations 0 \
    simple_gate_area_frac 0.0881 \
    drcViolationCount 0 \
    rows 316 \
    drv_slew 0 \
    tns_ps 0 \
    fp.coreArea_sq_um 740000 \
    aoi_share 0.109 \
    htree_levels 5 \
    ir_drop_mv 0.720 \
    cts.repair.resized 0 \
    dieWidth_um 864 \
]
## where the power goes
group | leakage [uW] | switching (uW) | internal (uW)
clock network | 0.00766 | 4870 | 6640
registers | 0.0429 | 2000 | 16200
logic | 0.0417 | 14000 | 9770
## worst paths after layout
path / startpoint / endpoint / slack (ps) / depth (start not counted)
max: i_b[24] / a_qa[29] / 5720 / 35
min: c_x_p[27] / d_x_p[0][83] / 290 / 0
max reg2reg: d_ql_p[92] / d_qh[94] / 8780 / 20
min reg2reg: c_x_p[27] / d_x_p[0][83] / 290 / 0
## cell families after synthesis
family | Yosys count
adder cells (fa/ha/maj) | 1266
other | 1
AND/OR/NAND/NOR | 3911
flip-flops | 4413
buffers and inverters | 1914
XOR/XNOR | 1991
multiplexers | 428
AND-OR/OR-AND | 3734
## synthesized netlist by cell type, types with 41 or more instances
library cell	instances	area, sq um
fa_1	131	2620
or3_1	66	413
mux2i_1	273	2730
a31oi_1	128	801
nand3_1	355	1780
ha_1	1110	13900
nand3b_1	76	571
mux2_2	131	1480
nor4_1	164	1030
clkbuf_1	586	2200
nand2b_1	180	1130
o21ai_0	846	4230
nand4_1	178	1110
a21o_1	194	1460
a21oi_1	993	4970
nor2_1	964	3620
a32oi_1	42	368
o211ai_1	118	886
buf_2	79	395
buf_1	46	173
or2_2	57	357
o2111ai_1	41	359
inv_1	1171	4400
edfxtp_1	4413	133000
o31ai_1	144	1080
o22ai_1	72	450
nand2_1	867	3250
a221oi_1	68	596
o21a_1	146	1100
nor2b_1	157	982
and2_1	137	857
o221ai_1	46	403
xnor2_1	1300	11400
o21bai_1	168	1260
nor3b_1	95	713
xor2_1	689	6030
a211oi_1	82	616
nor3_1	349	1750
a21boi_0	95	713
and3_1	105	657
## registers in the layout, summed over array words and instances, names as in the netlist, 112 cells and up, named ones only
name / cells
d_x_p: 224
d_ql_n: 112
d_b: 576
d_qh: 320
d_x_n: 224
d_ql_p: 112
d_qh_n: 140
d_qh_p: 140
d_ql: 256
d_x: 576
## worst max-delay path: cells and delay by family
family	cells	cell delay, ps
fa+ha+maj	6	2190
buf+inv	8	1650
simple gates	4	470
xor+xnor	1	80
compound gates	16	3030
## layer usage
layer	global-route usage	up-vias	share of wire
met3	0.0474	756	0.086
met5	0.000635	-	0.00035
met1	0.211	63500	0.45
met2	0.199	3606	0.43
met4	0.0318	20	0.028
li1	-	66490	-
## area by class of cell
cell class,instances,area [sq um]
Multi-Input combinational cell,11336,83100
Tap cell,9858,12300
Sequential cell,4413,133000
Fill cell,70529,485000
Inverter,1186,4450
Antenna cell,8,20.0
Timing Repair Buffer,715,6560
Clock inverter,346,4000
Clock buffer,525,11900
## per-stage QoR
step | power, uW | instance area [sq um] | cells | utilization
global placement | 41900 | 239000 | 27508 | 0.323
CTS | 54100 | 255000 | 28379 | 0.344
global route | 57500 | 255000 | 28383 | 0.344
floorplan | 35600 | 223000 | 17663 | -
detailed placement | 42200 | 239000 | 27508 | 0.323
finish | 53400 | 255000 | 28387 | 0.344
Power is estimated from default activity; no workload was simulated.
